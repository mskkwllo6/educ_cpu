==> config.mk <==
export PLATFORM = sky130hd
export DESIGN_NAME = dmem
export DESIGN_NICKNAME = dmem
export VERILOG_FILES = /design/flow/design.v
export SDC_FILE = /design/flow/constraint.sdc
export NUM_CORES = 4
export LEC_CHECK = 1
export CORE_UTILIZATION = 30
==> design.v <==
`timescale 1ns/10ps
module dmem(input [7:0] ad, input [15:0] wd, input we, output [15:0] rd, input clk);
	logic [15:0] dm [255:0];
	assign rd = dm[ad];
	always @(posedge clk) begin
		if(we) dm[ad] <= wd;
	end
endmodule
==> constraint.sdc <==
current_design dmem

set clk_period 25.4
set clk_io_pct 0.2

create_clock -name clk0 -period $clk_period [get_ports {clk}]

set non_clock_inputs [all_inputs -no_clocks]
set_input_delay [expr $clk_period * $clk_io_pct] -clock clk0 $non_clock_inputs
set_output_delay [expr $clk_period * $clk_io_pct] -clock clk0 [all_outputs]
==> run.sh <==
#!/bin/bash
# OpenROAD 26Q1-2900-gdf79404cd8, Yosys 0.63+post, stock flow scripts
make -C /OpenROAD-flow-scripts/flow DESIGN_CONFIG=/design/flow/config.mk WORK_HOME=/design/flow/orfs finish
==> impl_metrics.py <==
# Metrics from the implementation run
metrics = {
    "layout": {
        "lay_top_count": "edfxtp_1",
        "layoutNonFillerInstCount": 14452,
        "fin_util_pct": 35.0,
        "top_regs": "dm x4096",
        "comb_area_mm2": 0.0307,
        "fill_cells": 46332,
        "layout-drive-gt1-share_pct": 29.1,
        "top_register": "dm",
        "regArea_mm2": 0.123,
        "lay_top_cells": "4096 x edfxtp_1, 1024 x mux4_2, 512 x a22oi_1",
        "syn_to_final_growth_pct": 15.9,
        "largest_reg_flops": 4096,
    },
    "flow_run": {
        "maxCapViolCount": 0,
        "warnings": 38,
    },
    "worst_hold_path": {
        "hold_class": "in -> reg",
        "min_from": "wd[14]",
        "worstHoldEndpoint": "dm[154][14]",
        "hold_depth": 1,
    },
    "synth": {
        "yosysCellCount": 6711,
        "postSynthSeqShare_pct": 79.3,
        "top_area_share_pct": 79.3,
        "synth.top_cells.by_area": "edfxtp_1 79%, mux4_2 15%, a22oi_1 2.5%",
        "largest_area_cell": "edfxtp_1",
        "synth_flop_count": 4096,
        "synthDistinctLibCells": 21,
        "ys.warnings.count": 1,
        "yosysChipArea_mm2": 0.155,
        "syn_area_mm2": 0.155,
        "postSynthCellCount": 6711,
        "postSynthAreaPerCell_um2": 23.1,
    },
    "clock_network": {
        "cts_buffers": 409,
        "cts.path.max_buffers": 4,
        "cts.htree.levels": 5,
        "cts_resized": 0,
        "cts_hold_buf": 0,
        "cts_tree": "yes",
        "cts_root_buffer": "clkbuf_16",
        "cts_setup_buffers": 0,
        "cts_num_sinks": 4096,
        "path_clk_slew_ns": 0.06,
    },
    "global_route": {
        "grt-ovfl-total": 0,
        "grt_max_degree": 130,
        "first_global_vias": 81931,
        "antenna_found_initial": 13,
        "grt_pass1_wl_um": 574000,
        "track_usage_pct": 16.5,
    },
    "timing": {
        "fmax_ghz": 0.0595,
        "fin_setup_tns_ns": 0,
        "worstMarginPinSlew_ns": 1.26,
        "finalHoldViolations": 0,
        "final_max_slew_viol_count": 0,
        "rsz0062_at_grt": "no",
        "max_slew_margin_pct": 15.1,
        "finalSetupViolations": 0,
        "fin_crit_ns": 16.80,
        "timing.final.crit_share_pct": 66.1,
    },
    "setup_path": {
        "slowest_delay_ns": 0.95,
        "worst_setup_path_end_kind": "output port",
        "worstPathCellList": "buf_16 -> buf_4 -> buf_4 -> buf_4 -> buf_4 -> buf_4 -> mux4_2 -> a22oi_1 -> a21oi_1 -> o41ai_1 -> buf_4 -> nand4_1 -> clkdlybuf4s50_1",
        "cpMaxStageDelayCell": "o41ai_1",
        "worst-path-max-fanout": 64,
        "cp.buffers_inverters": 8,
        "critPathTopFamily": "buffers and inverters",
        "cpMostUsedCell": "buf_4",
        "cp-start-kind": "input port",
        "criticalPathCategory": "in -> out",
        "arrival_ns": 11.72,
        "crit_required_ns": 20.32,
    },
    "floorplan": {
        "die-area_mm2": 0.520,
        "die_h_um": 721,
        "core_mm2": 0.514,
        "row_count": 263,
        "fp-utilization_pct": 30.2,
        "pin_count": 42,
        "die_width_um": 721,
    },
    "route": {
        "wire_per_inst_um": 27.7,
        "firstDrtPassIters": 5,
        "vias_per_cell": 5.04,
        "ant_nets": 0,
        "drt_iter0_markers": 4594,
        "vias": 72863,
        "drc": 0,
        "drt-total-wl_um": 400000,
    },
    "power": {
        "ir_worst_vdd_v": 0.0000675,
        "power.total_uw": 14000,
        "power_leakage_uw": 0.0542,
        "p_seq_share_pct": 53.4,
        "p_switching_uw": 2930,
        "clockPowerShare_pct": 42.1,
        "powerDensity_mw_per_mm2": 77.8,
        "internal-power_uw": 11000,
        "p_sw_share_pct": 20.9,
        "comb_power_share_pct": 4.6,
    },
    "place": {
        "dp_cells": 13696,
        "numPortBuffers": 41,
        "gp_congestion": 0.853,
        "dp_hpwl_um": 230000,
    },
    "run_status": {
        "status": "complete, no violations",
    },
}
cell type report:
class	count	share of cell area, %
multi-input cells	2194	17.1
flip-flops and latches	4096	68.5
clock buffers	488	5.92
repair buffers	516	2.37
clock inverters	255	1.36
inverters	1	0.00209
diodes	12	0.0167
well taps	6890	4.80
metrics by stage:
stage,instance area (um2),hold WS (ns),setup WS (ns)
5_1_grt,180000,4.52,7.70
2_1_floorplan,155000,5.18,13.33
4_1_cts,180000,4.48,8.09
3_3_place_gp,167000,5.51,8.09
3_5_place_dp,167000,5.52,8.12
6_report,180000,4.52,8.60
synth_stat cells:
cell and instances:
nand2b_1 6, nand4_1 16, nand2_1 28, buf_2 76, and2_1 3, buf_1 54, or3_1 1, mux4_2 1024
a22oi_1 512, clkbuf_1 249, or2_2 2, inv_1 1, nor3_1 30, edfxtp_1 4096, nor2b_1 7, nor2_1 232
o41ai_1 64, buf_4 16, a21oi_1 256, nand3_1 13, buf_6 25
worst max path at each step:
stage / slack, ns / start / cells past startpoint / endpoint
final: 8.60 / ad[0] / 13 / rd[14]
after global routing: 7.70 / ad[0] / 13 / rd[14]
after CTS: 8.09 / ad[0] / 13 / rd[14]
logic make-up (layout without fill, tap and decap cells):
group / Yosys count / count (layout) / synth area share (%)
flops: 4096 / 4096 / 79.3
mux: 1024 / 1024 / 14.9
compound gates: 832 / 832 / 3.67
buf+inv: 421 / 1260 / 1.24
simple gates: 338 / 338 / 0.909
other cells: 0 / 12 / 0
power groups by stage:
stage         Clock (uW)  Sequential (uW)  Combinational [uW]
finish              5880             7450                 639
global route        6230             7450                 688
CTS                 5970             7450                 648
routing by layer:
metal  up-vias  track usage, %  part of all wire (%)
met1     37045            16.1                    29
met4        27            4.22                   3.2
met2      5155            24.9                    47
met3       606            15.3                    20
met5         -           0.934                  0.20
li1      30030               -                     -
Power is estimated from default activity; no workload was simulated.
