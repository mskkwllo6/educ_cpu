[flow/design.v]
`timescale 1ns/10ps
module rega(input [1:0] arad, brad, output logic [15:0] a, b,
	input we, input [1:0] wad, input [15:0] wd,
	input clk, rst);
	logic [15:0] regar [3:0];
	always @(posedge clk or posedge rst) begin
		if(rst) begin
			regar[0] <= 0;
			regar[1] <= 0;
			regar[2] <= 0;
			regar[3] <= 0;
		end else if(we) regar[wad] <= wd;
	end
	assign a = regar[arad];
	assign b = regar[brad];
endmodule
[flow/run.sh]
#!/bin/bash
# OpenROAD 26Q1-2900-gdf79404cd8, Yosys 0.63+post, stock flow scripts
make -C /OpenROAD-flow-scripts/flow DESIGN_CONFIG=/design/flow/config.mk WORK_HOME=/design/flow/orfs finish
[flow/config.mk]
export PLATFORM = sky130hd
export DESIGN_NAME = rega
export DESIGN_NICKNAME = rega
export VERILOG_FILES = /design/flow/design.v
export SDC_FILE = /design/flow/constraint.sdc
export NUM_CORES = 4
export LEC_CHECK = 1
export CORE_UTILIZATION = 40
[flow/constraint.sdc]
current_design rega

set clk_period 1.5
set clk_io_pct 0.2

create_clock -name clk0 -period $clk_period [get_ports {clk}]

set non_clock_inputs [all_inputs -no_clocks]
set_input_delay [expr $clk_period * $clk_io_pct] -clock clk0 $non_clock_inputs
set_output_delay [expr $clk_period * $clk_io_pct] -clock clk0 [all_outputs]
==> impl_metrics.yaml <==
# implementation run metrics
placement:
  place_area_um2: 4080
  gp_congestion: 0.806
  io_buffers: 56
  place_hpwl_um: 4650
  place_ws_ps: -766
logic_synthesis:
  yosys_area_um2: 3180
  netlist_area_um2: 3180
  syn_area_per_cell_um2: 18.0
  yosys_warnings: 2
  ys_seq_share: 0.504
  area_leaders: "dfrtp_1, mux2_2, mux4_2"
  yosysTopAreaCell: "dfrtp_1"
  synth_cell_types: 11
  top_cell_area_share: 0.504
  ys_cells: 177
  syn_inst: 177
  ys_seq_elements: 64
detailed_routing:
  wl_um: 7620
  antenna_left: 0
  drc: 0
  routedWlPerCell_um: 19.4
  drt-initial-drc-count: 65
  num_vias: 2089
  antenna_cells: 0
  drt_first_pass_iters: 4
  vias_per_cell: 5.32
final_layout:
  largest_reg_flops: 64
  largest-register: "regar"
  drive_gt1_frac: 0.701
  fill_cells: 571
  regArea_um2: 1600
  final_area_um2: 4470
  area_delta_synth_final_pct: 40.4
  reg_top3: "regar: 64 flops"
  logic_area_um2: 1490
run:
  maxCapViolations: 0
  warning_count: 27
die:
  num_rows: 32
  die_w_um: 91.2
  core_um2: 7730
  fp_util: 0.412
  die_h_um: 91.2
  ios: 57
  die_area_um2: 8310
setup_path:
  startpoint_type: "register"
  end_kind: "primary output"
  cp_max_fo: 2
  required_ps: 1200
  slowest_delay_ps: 470
  worstSetupPathType: "reg2out"
  cpMaxStageDelayCell: "mux4_2"
  path_cells: "buf_6 > mux4_2 > buf_2"
  arrival_ps: 1430
sta:
  slew_viol_final: 0
  clock.fmax_mhz: 579
  relSlewSlack: 0.777
  fin_crit_ps: 1730
  setup_viol: 32
  fin_crit_sh: 1.15
  holdWs_ps: 413
  hold_viol: 0
  tightestPinTransition_ps: 335
  rsz0062_at_grt: "yes"
  finClkSkew_ps: 0
  finalWorstSetupSlack_ps: -228
global_route:
  grt-ovfl-total: 0
  grt_pass1_wl_um: 12600
  grt_pass1_vias: 2362
  antenna_found_initial: 0
  grt_max_degree: 65
  grt.total_usage: 0.213
cts:
  clock_latency_ps: 320
  cts_tree: "built"
  clock_sinks: 64
  cts_buffers: 9
  cts_htree_levels: 3
  clkTransAtPathRegs_ps: 60
  ctsLongestPathBuffers: 2
  ctsHoldBuffers: 0
  root_buffer: "clkbuf_8"
worst_hold_path:
  hold_path_class: "in2async"
status:
  status: "finished with violations"
  violations: "setup timing"
pwr:
  finalPower_uw: 5030
  p_leak_uw: 0.00193
  cellPowerDensity_nw_per_um2: 1130
  ir_worst_vdd_mv: 0.767
==> repair_timing <==
item	CTS	global route
cloned	2	0
buffers inserted	33	2
gates resized	127	6
endpoints found under the setup margin	32	32
pin swaps	0	0
==> placed cells by master (no fill, tap or decap) <==
cell type         n
dlygate4sd2_1     1
clkdlybuf4s15_1   1
nand3_2           1
nor3b_4           1
buf_16            2
buf_12           11
clkdlybuf4s50_1  20
clkinvlp_4        1
mux2_2           64
dfrtp_1          64
clkinv_2          1
buf_4            22
clkbuf_8         11
buf_6            22
mux4_2           32
nand3b_2          2
buf_2            34
clkbuf_1          1
==> layout make-up <==
cell class,count,share of cell area
Clock inverter,1,0.00112
Clock buffer,12,0.0347
Multi-Input combinational cell,100,0.334
Tap cell,102,0.0286
Inverter,1,0.00168
Sequential cell,64,0.359
Timing Repair Buffer,113,0.241
==> kinds of logic (layout without fill, tap and decap cells) <==
| logic type | count (synthesis) | count (layout) | share of synthesized area |
|---|---|---|---|
| buffers and inverters | 13 | 127 | 0.0271 |
| flip-flops | 64 | 64 | 0.504 |
| multiplexers | 96 | 96 | 0.453 |
| AND/OR/NAND/NOR | 4 | 4 | 0.0161 |
==> cell usage after synthesis <==
cell	number
mux2_2	64
dfrtp_1	64
nor3b_4	1
buf_2	7
nand3b_2	2
clkbuf_8	1
nand3_2	1
buf_4	3
inv_1	1
mux4_2	32
buf_6	1
==> through the flow <==
step / TNS [ps] / utilization / std cells
4_1_cts: -5420 / 0.573 / 391
5_1_grt: -6600 / 0.578 / 393
2_1_floorplan: 0 / - / 177
3_5_place_dp: -38470 / 0.528 / 343
3_3_place_gp: -38080 / 0.528 / 343
6_report: -4770 / 0.578 / 393
==> layer usage <==
layer	share of wire	GRT usage
met1	0.40	0.283
met4	0.016	0.0251
met3	0.084	0.0893
met5	0	0
met2	0.50	0.352
==> path summary, 6_finish.rpt <==
kind | startpoint | end | slack, ps | cells past startpoint
max in group asynchronous | rst | regar[0][3]$_DFFE_PP0P_ | 820 | 3
worst min register to register | regar[3][7]$_DFFE_PP0P_ | regar[3][7]$_DFFE_PP0P_ | 530 | 1
worst max register to register | regar[3][6]$_DFFE_PP0P_ | regar[3][6]$_DFFE_PP0P_ | 490 | 3
worst min-delay path | rst | regar[0][10]$_DFFE_PP0P_ | 410 | 3
worst max-delay path | regar[3][14]$_DFFE_PP0P_ | a[14] | -230 | 3
min in group clk0 | regar[3][7]$_DFFE_PP0P_ | regar[3][7]$_DFFE_PP0P_ | 530 | 1
==> where the power goes <==
group          total (uW)  switching (uW)  internal (uW)
Combinational        1510             414           1090
Sequential           2280             224           2060
Clock                1240             579            660
Total                5030            1220           3810
==> worst max-delay path, delay by kind of cell (launching register included) <==
family | cells | cell delay, ps
muxes | 1 | 470
DFF | 1 | 390
buffers and inverters | 2 | 250
Power and IR drop assume default switching activity.
