--- flow/run.sh ---
#!/bin/bash
# OpenROAD 26Q1-2900-gdf79404cd8, Yosys 0.63+post, stock flow scripts
make -C /OpenROAD-flow-scripts/flow DESIGN_CONFIG=/design/flow/config.mk WORK_HOME=/design/flow/orfs finish
--- flow/config.mk ---
export PLATFORM = sky130hd
export DESIGN_NAME = alu
export DESIGN_NICKNAME = alu
export VERILOG_FILES = /design/flow/design.v
export SDC_FILE = /design/flow/constraint.sdc
export NUM_CORES = 4
export LEC_CHECK = 1
export CORE_UTILIZATION = 50
--- flow/constraint.sdc ---
current_design alu

set clk_period 16.2
set clk_io_pct 0.2

create_clock -name clk0 -period $clk_period [get_ports {clk}]

set non_clock_inputs [all_inputs -no_clocks]
set_input_delay [expr $clk_period * $clk_io_pct] -clock clk0 $non_clock_inputs
set_output_delay [expr $clk_period * $clk_io_pct] -clock clk0 [all_outputs]
--- flow/design.v ---
`timescale 1ns/10ps
module alu(
	input [15:0] a, b,
	input [2:0] op,
	output logic [15:0] rr,
	input dstb,
	output logic ze,ca,sg,
	input clk,rst);
	parameter ADD=0, SUB=1, THB=2, ASL=3, RSL=4, RSR=5, NAD=6, XOR=7;
	logic [15+1:0] r;
	assign rr = r[15:0];
	always @* begin
		case(op)
		// synopsys full_case parallel_case
		ADD: r = a+b;	
		SUB: r = a-b;
		THB: r = b;
		ASL: r = a>>>b;
		RSL: r = a>>b;
		RSR: r = a<<b;
		NAD: r = ~(a&b);
		XOR: r = a^b;
		endcase
	end
	always @(posedge clk or posedge rst) begin
		if(rst) begin
			ze<=0;
			ca<=0;
			sg<=0;
		end else begin
			if(dstb==0) begin
				if(rr==0) ze<=1;
				else ze<=0;
				if(rr[15+1]==1) ca<=1;
				else ca<=0;
				if(r[15]==1) sg<=1;
				else sg<=0;
			end
		end
	end
endmodule
==> impl_metrics.csv <==
group,metric,value,unit
timing,period_used_share,67.9,%
yosys,synth-cells-yosys,477,
global_route,global_route.overflow_total,0,
routing,antennaDiodeCount,0,
yosys,topCellsByArea,"sky130_fd_sc_hd__ha_1, sky130_fd_sc_hd__mux2i_1, sky130_fd_sc_hd__mux4_2",
power,netSwitchingFraction,48.4,%
setup_path,critical_path_buffer_and_inverter_count,4,
flow_run,maxCapViolations,0,
timing,timing.final.crit_period,11.00,ns
setup_path,timing.critical_path.from,"b[1]",
setup_path,end_kind,"primary output",
routing,detail_route.wirelength,13200,um
timing,fin_worst_hold_slack,0.516,ns
yosys,synth_seq_share,1.46,%
cts,cts.clk_slew.worst_paths,0.03,ns
status,status,"finished clean",
setup_path,worst_r2r_path_depth,1,
global_route,groute.usage.overall,38.8,%
power,total_switching_power,80.0,uW
power,clkPwrFrac,11.9,%
placed_design,dp_cells,586,
global_route,grt_pass1_wl,21200,um
power,peak_supply_drop,0.0276,mV
timing,rsz0062_at_grt,"false",
yosys,yosysTopAreaCell,"sky130_fd_sc_hd__ha_1",
timing,final-max-slew-violation-count,0,
cts,numClockSinks,2,
placed_design,detailed_place_hpwl,10300,um
setup_path,cpPeakStageDelay,0.53,ns
global_route,antenna_found_initial,0,
yosys,ys_warn_count,4,
power,p_leak,0.00162,uW
yosys,topCombFamilyByArea,"AND-OR/OR-AND gates",
cts,post_cts_setup_repair_buffer_count,0,
routing,wire_per_inst,22.4,um
setup_path,path_delay_family,"AND-OR/OR-AND gates",
yosys,synth.cellmix.adderShare,12.3,%
timing,timing.final.setup_violations,0,
setup_path,worstSetupPathDepth,18,
routing,vias_cell,7.03,
timing,setup_total_negative_slack,0,ns
yosys,synthDistinctLibCells,69,
routing,detail_route.drc_violations,0,
setup_path,cp_max_fo,31,
floorplan,design.die.area,7190,sq um
routing,vias,4139,
floorplan,floorplan.io_pins,57,
setup_path,criticalPathCategory,"input pin to primary output",
power,share_comb_of_total_power,84.6,%
cts,cts_max_level,1,
cts,clock_insertion_delay_worst_skew,0.21,ns
flow_run,warnings,27,
power,pwr_density_cell,41.0,nW/um^2
hold_path,timing.hold.worst.class,"flop to flop",
timing,slew_margin_rel,45.4,%
yosys,synth-edff-count,0,
cts,hold_buffers,0,
global_route,pin_count_of_the_biggest_net_entering_global_routing,46,
placed_design,gp_congestion,1.07,
setup_path,crit_path_end,"rr[15]",
layout,syn2layout_area_growth,17.5,%
setup_path,critical_path_cell_by_cell,"clkdlybuf4s50_1 > buf_4 > inv_2 > ha_1 > nand2_1 > nor3_1 > nor2_1 > xnor2_1 > ha_1 > a21o_1 > a31oi_1 > o21ai_0 > a211oi_1 > o211ai_1 > a21oi_1 > xnor2_1 > o21ai_0 > clkdlybuf4s50_1",
yosys,syn_area_per_cell,7.18,sq um
power,internal_power,85.2,uW
setup_path,timing.critical_path.slowest_stage_cell,"sky130_fd_sc_hd__a211oi_1",
yosys,postSynth.asyncResetShare,100,%
floorplan,die.size.x,84.8,um
global_route,number_of_global_route_vias_before_repair,3867,
setup_path,crit-reg2reg-capture,"sg",
power,power_frac_seq,3.5,%
setup_path,arrival_worst_endpoint,7.76,ns
yosys,synth-area-yosys,3430,sq um
yosys,ff_type,"sky130_fd_sc_hd__dfrtp_1",
timing,fmax,90.9,MHz
routing,firstDrtPassIters,22,
timing,finalClockSkew,0,ns
cts,cts_resized,0,
placed_design,place.port_buffers,55,
yosys,yosys_register_bits,2,
yosys,synth.mux.area_fraction,20.0,%
floorplan,design.core.area,6490,sq um
cts,cts_tree,"done",
yosys,mappedNetlistArea,3430,sq um
routing,postRouteAntennaNets,0,
setup_path,r2r_setup_slack,15.43,ns
timing,max_slew.worst_pin.slew,0.812,ns
yosys,yosys.area.top_type_share,11.7,%
yosys,synthCells,477,
yosys,post_synthesis_simple_gate_area_fraction,21.7,%
floorplan,die_h,84.8,um
cts,clock_tree.buffer_depth,2,
setup_path,launch_point_of_the_worst_reg_to_reg_path,"sg",
timing,final-hold-violation-count,0,
layout,fillers,589,
cts,cts-buffers-inserted,3,
cts,clk_root_buffer_cell,"sky130_fd_sc_hd__clkbuf_8",
routing,detail_route.iter0.violations,353,
layout,final_layout_size_suffix_gt1_share,8.01,%
yosys,compound_area_share,31.5,%
yosys,synth_xor_xnor_area_share,6.90,%
setup_path,crit_path_start_kind,"input pin",
floorplan,placement_rows,29,
layout,post_layout_nonfiller_instances,589,
setup_path,critical_path_required,12.96,ns
floorplan,pre_place_util,52.8,%
==> synthesized netlist by cell type (3+ instances only) <==
library cell                instances
sky130_fd_sc_hd__a2bb2oi_1          3
sky130_fd_sc_hd__o31ai_1            7
sky130_fd_sc_hd__a221oi_1           3
sky130_fd_sc_hd__xor2_1            10
sky130_fd_sc_hd__a32oi_1            3
sky130_fd_sc_hd__nor3_1            13
sky130_fd_sc_hd__clkbuf_1          23
sky130_fd_sc_hd__a221o_1            3
sky130_fd_sc_hd__nor2b_1            6
sky130_fd_sc_hd__a21oi_1           40
sky130_fd_sc_hd__mux2i_1           26
sky130_fd_sc_hd__nand3_1            9
sky130_fd_sc_hd__a21boi_0           8
sky130_fd_sc_hd__a21o_1             5
sky130_fd_sc_hd__buf_2              3
sky130_fd_sc_hd__mux4_1             3
sky130_fd_sc_hd__mux2_2            10
sky130_fd_sc_hd__o211ai_1           7
sky130_fd_sc_hd__o21bai_1           3
sky130_fd_sc_hd__a22o_1             5
sky130_fd_sc_hd__buf_1              3
sky130_fd_sc_hd__ha_1              32
sky130_fd_sc_hd__xnor2_1           17
sky130_fd_sc_hd__o22ai_1            9
sky130_fd_sc_hd__nand2b_1           6
sky130_fd_sc_hd__and3_1             6
sky130_fd_sc_hd__a211oi_1           7
sky130_fd_sc_hd__nor2_1            38
sky130_fd_sc_hd__a22oi_1            7
sky130_fd_sc_hd__inv_1             12
sky130_fd_sc_hd__mux4_2             9
sky130_fd_sc_hd__nand4_1            4
sky130_fd_sc_hd__a31oi_1            5
sky130_fd_sc_hd__inv_2              3
sky130_fd_sc_hd__nand2_1           51
sky130_fd_sc_hd__or3_1              3
sky130_fd_sc_hd__o21ai_0           31
sky130_fd_sc_hd__nor4_1             5
==> registers in the layout (all words and copies together), names as in the netlist <==
register / count
sg: 1
ze: 1
==> layer usage <==
metal  track usage, %  up-vias  wire length, um
met2             59.4      285             5690
met5                0        -                0
met4             13.7        0              522
li1                 -     1908                -
met3             7.47       44             1350
met1             55.3     1902             5630
==> area by class of cell <==
cell class / count / area (sq um) / area share [%]
clock buffers: 3 / 41.3 / 1.03
inverters: 15 / 56.3 / 1.40
multi-input cells: 428 / 3170 / 78.7
flip-flops and latches: 2 / 50.0 / 1.24
well taps: 77 / 96.3 / 2.39
repair buffers: 64 / 613 / 15.2
==> worst min-delay path, cell delays in order (launching register included) <==
cell and delay (ns):
sky130_fd_sc_hd__dfrtp_1 0.36, sky130_fd_sc_hd__nand2_1 0.07, sky130_fd_sc_hd__o41ai_2 0.05
==> power groups by stage <==
stage / Combinational, uW / Sequential [uW] / Clock (uW)
final: 140 / 5.78 / 19.6
after global routing: 153 / 5.83 / 20.9
after CTS: 137 / 5.78 / 20.2
==> worst min path at each step <==
stage     from  endpoint  slack [ns]  cells past startpoint
4_1_cts     ze        ze        0.51                      2
5_1_grt     ze        ze        0.54                      2
6_report    ze        ze        0.52                      2
==> per-stage QoR <==
stage / total power, uW / util (%) / worst slack [ns] / cell area (sq um)
after CTS: 163 / 62.0 / 5.26 / 4030
after detailed placement: 142 / 61.4 / 5.28 / 3990
after floorplan: 93.2 / - / 6.37 / 3430
after global routing: 179 / 62.0 / 4.73 / 4030
final: 165 / 62.0 / 5.20 / 4030
after global placement: 142 / 61.4 / 5.40 / 3990
==> cell families after synthesis <==
family / Yosys count
flip-flops: 2
other: 1
XOR/XNOR: 27
multiplexers: 50
AND-OR/OR-AND: 162
adder cells (fa/ha/maj): 33
buffers and inverters: 47
AND/OR/NAND/NOR: 155
==> cells in the final DEF (no fill, tap or decap), types with 7 or more instances in the layout <==
| cell | netlist | final |
|---|---|---|
| sky130_fd_sc_hd__clkdlybuf4s50_1 | 0 | 54 |
| sky130_fd_sc_hd__inv_1 | 12 | 12 |
| sky130_fd_sc_hd__o22ai_1 | 9 | 9 |
| sky130_fd_sc_hd__mux2i_1 | 26 | 26 |
| sky130_fd_sc_hd__ha_1 | 32 | 32 |
| sky130_fd_sc_hd__buf_4 | 1 | 9 |
| sky130_fd_sc_hd__mux2_2 | 10 | 10 |
| sky130_fd_sc_hd__o31ai_1 | 7 | 7 |
| sky130_fd_sc_hd__nand3_1 | 9 | 9 |
| sky130_fd_sc_hd__a211oi_1 | 7 | 7 |
| sky130_fd_sc_hd__xor2_1 | 10 | 10 |
| sky130_fd_sc_hd__xnor2_1 | 17 | 17 |
| sky130_fd_sc_hd__mux4_2 | 9 | 9 |
| sky130_fd_sc_hd__nor3_1 | 13 | 13 |
| sky130_fd_sc_hd__a21boi_0 | 8 | 8 |
| sky130_fd_sc_hd__a21oi_1 | 40 | 40 |
| sky130_fd_sc_hd__nand2_1 | 51 | 51 |
| sky130_fd_sc_hd__nor2_1 | 38 | 38 |
| sky130_fd_sc_hd__o211ai_1 | 7 | 7 |
| sky130_fd_sc_hd__o21ai_0 | 31 | 31 |
| sky130_fd_sc_hd__a22oi_1 | 7 | 7 |
Power figures rest on the tool's default switching activity, not on a simulated workload.
